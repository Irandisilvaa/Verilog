--- flow/run.sh ---
#!/bin/bash
# OpenROAD 26Q1-2900-gdf79404cd8, Yosys 0.63+post, stock flow scripts
make -C /OpenROAD-flow-scripts/flow DESIGN_CONFIG=/design/flow/config.mk WORK_HOME=/design/flow/orfs finish
--- flow/config.mk ---
export PLATFORM = sky130hd
export DESIGN_NAME = cronometro_digital
export DESIGN_NICKNAME = cronometro_digital
export VERILOG_FILES = /design/flow/design.v
export SDC_FILE = /design/flow/constraint.sdc
export NUM_CORES = 4
export LEC_CHECK = 1
export CORE_UTILIZATION = 50
--- flow/constraint.sdc ---
current_design cronometro_digital

set clk_period 3.5
set clk_io_pct 0.2

create_clock -name clk0 -period $clk_period [get_ports {clk}]

set non_clock_inputs [all_inputs -no_clocks]
set_input_delay [expr $clk_period * $clk_io_pct] -clock clk0 $non_clock_inputs
set_output_delay [expr $clk_period * $clk_io_pct] -clock clk0 [all_outputs]
--- flow/design.v ---
module decodificador_7segmentos (
    input [3:0] valor,          
    output reg [6:0] segmentos  
);
    always @(*) begin
        case (valor)
            4'b0000: segmentos = 7'b0111111;  
            4'b0001: segmentos = 7'b0000110;  
            4'b0010: segmentos = 7'b1011011;  
            4'b0011: segmentos = 7'b1001111;  
            4'b0100: segmentos = 7'b1100110;  
            4'b0101: segmentos = 7'b1101101;  
            4'b0110: segmentos = 7'b1111101;  
            4'b0111: segmentos = 7'b0000111;  
            4'b1000: segmentos = 7'b1111111;  
            4'b1001: segmentos = 7'b1101111;  
            default: segmentos = 7'b0000000;  
        endcase
    end
endmodule
module cronometro_digital(
    input clk,               
    input reset,             
    input botao0,            
    input botao1, 
    input SW3,           
    input botao2,            
    output reg [6:0] seg_hora_d,    
    output reg [7:0] seg_hora_u,    
    output reg [6:0] seg_minuto_d,  
    output reg [6:0] seg_minuto_u,  
    output reg [5:0] leds_segundos,  
    output reg estado1, 
    output reg estado2,
    output reg estado3 
);
    reg [2:0] estado;
    reg [5:0] segundos;         
    reg [4:0] unidademinutos;
    reg [4:0] dezenaminutos;  
    reg [4:0] unidadehoras;     
    reg [4:0] dezenahoras;      
    parameter PARADO = 3'b000,
              AJUSTAR_SEGUNDOS = 3'b001,
              AJUSTAR_MINUTO = 3'b010,
              AJUSTAR_HORA = 3'b011,
              RODANDO = 3'b111;
    decodificador_7segmentos u_hora_d (.valor(dezenahoras), .segmentos(seg_hora_d));
    decodificador_7segmentos u_hora_u (.valor(unidadehoras), .segmentos(seg_hora_u[6:0]));
    decodificador_7segmentos u_minuto_d (.valor(dezenaminutos), .segmentos(seg_minuto_d));
    decodificador_7segmentos u_minuto_u (.valor(unidademinutos), .segmentos(seg_minuto_u));
    always @(posedge clk or posedge reset) begin 
        if (reset) begin
            estado <= PARADO;   
            segundos <= 0;  
            leds_segundos <= 6'b000000;  
            unidademinutos <= 0;  
            dezenaminutos <= 0;  
            unidadehoras <= 0;    
            dezenahoras <= 0;     
            seg_hora_u[7] <= 1'b1;
        end else begin 
            case (estado)
                PARADO: begin
                    if (botao0) begin
                        estado <= AJUSTAR_SEGUNDOS;  
                        estado1 = 1'b1;
                    end 
                    if (botao2) begin 
                        estado1 = 1'b0;
                        estado2 = 1'b0;
                        estado3 = 1'b0;
                        estado <= RODANDO;  
                    end 
                    if (reset) begin 
                        estado1 = 1'b0;
                        estado2 = 1'b0;
                        estado3 = 1'b0;
                    end
                end
                AJUSTAR_SEGUNDOS: begin
                    if (botao1) begin
                        if (segundos < 60) begin  
                            segundos <= segundos + 10;  
                            leds_segundos <= {leds_segundos[5:0], 1'b1};  
                        end
                    end else if (botao0) begin 
                        estado <= AJUSTAR_MINUTO;  
                        estado2 = 1'b1;
                    end if (reset) begin 
                        estado1 = 1'b0;
                    end
                end
                AJUSTAR_MINUTO: begin
                     if (botao1 && !SW3) begin
                        if (unidademinutos < 9) begin
                            unidademinutos <= unidademinutos + 1;  
                        end else if (dezenaminutos < 5 && unidademinutos ==9) begin
                            unidademinutos <= 0;  
                            dezenaminutos <= dezenaminutos + 1;  
                        end else begin
                            unidademinutos <= 0;  
                            dezenaminutos <= 0;  
                        end
                    end
                        if (botao1 && SW3) begin 
                        if (dezenaminutos <5) begin
                            dezenaminutos <= dezenaminutos + 1;
                        end else if (dezenaminutos == 5 && unidademinutos == 9) begin 
                              dezenaminutos <= 0;
                              unidademinutos <= 0;
                        end
                     end
                    if (botao0) begin
                        estado <= AJUSTAR_HORA;  
                        estado3 = 1'b1;
                    end 
                    if (reset) begin 
                        estado1 = 1'b0;
                        estado2 = 1'b0;
                    end
                end
                AJUSTAR_HORA: begin
                    if (botao1) begin
                        if (unidadehoras < 9) begin
                            unidadehoras <= unidadehoras + 1;  
                        end else if (unidadehoras == 9 && dezenahoras < 2) begin
                            unidadehoras <= 0;  
                            dezenahoras <= dezenahoras + 1;  
                        end
                    end 
                    if (dezenahoras == 2 && unidadehoras == 4) begin
                        unidadehoras <= 0;  
                        dezenahoras <= 0;  
                    end
                    if (botao0) begin
                        estado <= RODANDO;  
                        estado1 = 1'b0;
                        estado2 = 1'b0;
                        estado3 = 1'b0;
                    end
                end
                RODANDO: begin
                    if (botao2 == 1'b1) begin
                        estado <= PARADO;  
                    end else begin
                        if (segundos > 0) begin
                            segundos <= segundos - 1;  
                            if (segundos %10 ==0) begin 
                            leds_segundos <= {leds_segundos[5:0], 1'b0}; 
                            end
                        end else begin
                            segundos <= 59;  
                            if (unidademinutos > 0) begin
                                unidademinutos <= unidademinutos - 1;  
                            end else if (dezenaminutos > 0) begin
                                unidademinutos <= 9;  
                                dezenaminutos <= dezenaminutos - 1;  
                            end else begin
                                unidademinutos <= 0;
                                dezenaminutos <= 0;  
                                if (unidadehoras > 0) begin
                                    unidadehoras <= unidadehoras - 1;  
                                end else if (dezenahoras > 0) begin
                                    unidadehoras <= 9;  
                                    dezenahoras <= dezenahoras - 1;  
                                end
                                if ( estado == RODANDO && unidademinutos == 0 && segundos == 0 && dezenaminutos == 0 && unidadehoras ==0 && dezenahoras ==0) begin
                                    estado<= PARADO;
                                    leds_segundos <= {leds_segundos[5:0], 10'b111111}; 
                                end
                                if (reset) begin 
                                    estado1 = 1'b0;
                                    estado2 = 1'b0;
                                    estado3 = 1'b0;
                                end
                            end
                        end
                    end
                end
                default: estado <= PARADO; 
            endcase
        end
    end
endmodule
==> run summary <==
status - complete, no violations
CTS buffer count - 5
# Cells Yosys - 536
total grt overflow - 0
gr usage total - 25.2%
Synth warnings - 6
DP Area - 4690 µm²
PwrDens - 951 nW/µm²
VDD IR max - 0.000528 V
chip width - 92.5 µm
die height - 92.5 µm
Slew @ Worst Pin - 0.611 ns
Avg Cell Area, Syn - 7.64 µm²
Worst Setup Slack post-DPL - 0.0823 ns
Clock Pin Slew Worst Setup and Hold Paths - 0.08 ns
hold buffer count at CTS - 0
clk ins delay skew pair - 0.30 ns
DRC viols - 0
GP Congestion - 0.950
final wirelength - 10,100 µm
uppermost layer routed - met4
Period minus WS final - 3.31 ns
Slew Viols, Final - 0
max incr delay on CP - 0.44 ns
Seq share, synth - 24.8%
post-route standard cell area excluding fillers - 4840 µm²
Synth-to-Final Area Change - 18.1%
pin count of the biggest net entering global routing - 28
EDFF count, synth - 3
CTS root buf - clkbuf_8
asr flop ratio synth - 92.5%
sequence of cells on the critical path - inv_4 > ha_4 > nor2b_2 > o21ai_1 > ha_1 > nand2b_4 > nand2_2 > o211ai_1 > a221oi_2 > buf_4 > nand2b_1 > and4b_1 > a211oi_2 > o31ai_4 > mux2_2
Max H-tree Level - 2
DP HPWL - 7560 µm
diode count - 0
setup ws final - 0.192 ns
HP Class - reg2reg
Setup-failing EPs final - 0
Met3 Routed Length - 335 µm
OpenROAD warning count - 54
layout cells sized above 1 - 11.3%
clk sinks - 40
area share, top type - 22.0%
Worst EP arrival - 3.49 ns
Min Hold Slack - 0.534 ns
CP endpoint kind - flop
antenna-violating nets left - 0
first-pass GRT wire length - 17,400 µm
period utilization - 94.5%
initial antenna violation count - 0
Clock Path Buffers - 2
leakage - 1.95 nW
Critical Path Fanout Max - 5
slew margin rel. - 58.9%
Setup Skew - 0.00982 ns
Iteration-0 DRC Markers - 203
Top FF cell, synth - dfrtp_1
routed vias/inst - 5.91
top cells, area - dfrtp_1 (22%), ha_1 (12%), o21ai_0 (6.8%), a21oi_1 (5.7%), nor2_1 (4.4%)
Core Box Area - 7810 µm²
post-synth cell types - 72
#FFs+latches synth - 40
vias post-DR - 3,993
M1 WL - 5120 µm
Post-Syn Area - 4100 µm²
CP required - 3.68 ns
critical path type - reg2reg
first drt pass iteration count - 5
yosys stat chip area - 4100 µm²
DR WL/cell - 14.9 µm
CP Launch Type - flop
Hold Violations, Final - 0
Max Cap Viol - 0
Init Core Util - 52.5%
CTS tree - built
RSZ-0062 raised after global routing - false
Met2 Wirelength - 4560 µm
vias in the first global route - 3,669
fmax - 0.302 GHz
Buffers on Ports - 42
Post-Synthesis Cells - 536
area leader, netlist - dfrtp_1
Max stage delay cell, worst path - dfrtp_2
total die size - 8560 µm²
IO Pins - 44
number of cell rows - 32
[logic make-up after synthesis]
logic type | count (synthesis) | share of synthesized area (%)
other | 1 | 0.0915
DFF | 40 | 24.8
AOI/OAI and AO/OA | 181 | 28.6
muxes | 16 | 4.06
xor gates and xnor gates | 7 | 1.50
and+or+nand+nor | 188 | 22.8
adders and majority gates | 38 | 11.6
buffers and inverters | 65 | 6.48
[power breakdown]
group / switching (mW) / total [mW] / internal [mW]
Sequential: 0.321 / 0.940 / 0.619
Combinational: 1.66 / 3.27 / 1.61
Clock: 0.174 / 0.389 / 0.215
Total: 2.15 / 4.60 / 2.45
[placed cells by master (no fill, tap or decap), drive strengths merged, types with 6 or more instances in the layout]
cell,Yosys,layout
nor2,50,50
a21boi,6,6
nor3,13,13
mux2i,11,11
ha,38,38
o211ai,7,7
xnor2,6,6
nand4,8,8
a31oi,7,7
nand2,46,46
nand3,16,16
nor2b,8,8
nand2b,16,16
inv,30,31
o22ai,10,10
a21oi,47,47
buf,10,21
clkdlybuf4s50,0,42
o21ai,57,57
dfrtp,36,36
[worst max-delay path, delay by kind of cell, from the launching register on]
family / cells / cell delay, ns
AND-OR/OR-AND: 5 / 0.92
AND/OR/NAND/NOR: 5 / 0.79
flip-flops: 1 / 0.44
adder cells (fa/ha/maj): 2 / 0.41
multiplexers: 1 / 0.37
buffers and inverters: 2 / 0.27
[worst paths after layout]
kind	from	to	slack [ns]	cells after the start
min in group asynchronous	reset	dezenaminutos[1]$_DFFE_PP0P_	0.81	2
worst min-delay path	leds_segundos[1]$_DFFE_PP0P_	leds_segundos[1]$_DFFE_PP0P_	0.53	1
worst max-delay path	segundos[2]$_DFFE_PP0P_	leds_segundos[5]$_DFFE_PP0P_	0.19	15
worst min register to register	leds_segundos[1]$_DFFE_PP0P_	leds_segundos[1]$_DFFE_PP0P_	0.53	1
max in group asynchronous	reset	estado[0]$_DFF_PP1_	1.91	3
worst max register to register	segundos[2]$_DFFE_PP0P_	leds_segundos[5]$_DFFE_PP0P_	0.19	15
[stage by stage]
step	setup TNS [ns]	util (%)	instances	power, mW
finish	0	62.0	676	4.60
global route	0	62.0	676	5.04
CTS	0	61.5	673	4.55
detailed placement	0	60.0	665	4.14
global placement	0	60.0	665	4.12
floorplan	-0.166	-	536	3.04
[repair_timing]
item,in CTS,in global routing
resized,0,5
setup buffers,0,3
setup endpoints to repair,0,5
[Yosys cell counts, types with 4 or more instances]
cell,n
a21boi_0,6
a21oi_1,47
a22oi_1,4
a31oi_1,7
and2_1,4
buf_2,4
buf_4,4
clkbuf_1,22
dfrtp_1,36
ha_1,38
inv_1,29
mux2_2,5
mux2i_1,11
nand2_1,46
nand2b_1,16
nand3_1,16
nand4_1,8
nor2_1,48
nor2b_1,7
nor3_1,12
nor3b_1,5
nor4_1,5
o211ai_1,6
o21ai_0,56
o22ai_1,10
or3_1,5
xnor2_1,6
[layout make-up]
| cell class | count | area [µm²] |
|---|---|---|
| inverter | 32 | 125 |
| timing repair buffer | 63 | 578 |
| multi-input combinational | 431 | 2880 |
| clock inverter | 3 | 46.3 |
| sequential | 40 | 1020 |
| tap | 102 | 128 |
| fill | 712 | 2970 |
| clock buffer | 5 | 68.8 |
[state kept, by name, summed over array words and instances (netlist names), named ones only]
name / count
leds_segundos: 6
segundos: 6
dezenahoras: 5
dezenaminutos: 5
unidadehoras: 5
unidademinutos: 5
estado: 4
estado1: 1
estado2: 1
estado3: 1
[metal layers]
metal | vias up | track usage [%]
met1 | 1881 | 41.0
met2 | 94 | 38.0
met5 | - | 0
met4 | 0 | 4.17
met3 | 8 | 2.17
li1 | 2010 | -
Power and IR drop assume default switching activity.
